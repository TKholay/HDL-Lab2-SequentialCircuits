File: ./run.sh
#!/bin/bash
# OpenROAD 26Q1-2900-gdf79404cd8, Yosys 0.63+post, stock flow scripts
make -C /OpenROAD-flow-scripts/flow DESIGN_CONFIG=/design/flow/config.mk WORK_HOME=/design/flow/orfs finish
File: ./design.v
`timescale 1ns / 1ps
module BCDCounter(ENABLE, LOAD, UP, CLR, D, CO, Q, CLK);
input ENABLE, LOAD, UP, CLR, CLK;
input [3:0] D;
output CO;
output reg [3:0] Q;
assign CO = (Q==4'b1001 && ENABLE && UP) || (Q==4'b0000 && ENABLE && ~UP);
always @(posedge CLK, negedge CLR)
begin
    if(CLR == 0)begin
        Q <= 0;
    end
    else begin
        if(LOAD && ENABLE)begin
            Q <= D;
        end
        else if(LOAD == 0)begin
            if(ENABLE && UP)begin
                if(Q == 4'b1001)begin
                    Q <= 0;
                end
                else begin
                    Q = Q + 1;
                end
            end
            else if(ENABLE && ~UP)begin
                if(Q == 4'b0000)begin
                    Q <= 9;
                end
                else begin
                    Q <= Q - 1;
                end
            end
        end
    end
end
endmodule
module DecimalCounter(ENABLE, LOAD, UP, CLR, D1, D2, CO, Q1, Q2, CLK);
input ENABLE, LOAD, UP, CLR, CLK;
input [3:0] D1, D2;
output reg CO;
output [3:0] Q1, Q2;
wire tensCO;
wire tensUp;
wire onesCO;
reg tensEnable;
BCDCounter b1(.ENABLE(ENABLE), .LOAD(LOAD), .UP(UP), .CLR(CLR), .D(D1), .CO(onesCO), .Q(Q1), .CLK(CLK));
BCDCounter b10(.ENABLE(tensEnable), .LOAD(LOAD), .UP(tensUp), .CLR(CLR), .D(D2), .CO(tensCO), .Q(Q2), .CLK(CLK));
assign tensUp = (Q1 == 9);
always @(*)
begin
    if((LOAD == 1) && (ENABLE == 1))begin
        tensEnable <= 1;
    end
    else if(onesCO == 1)begin
        tensEnable <= 1;
    end
    else begin
        tensEnable <= 0;
    end
end
always @(posedge CLK, negedge CLR)
begin
    if(CLR != 1)begin
        if(LOAD != 1)begin
            if(ENABLE == 1)begin
                if(UP == 1)begin
                    if((D1 == 4'b1001)&&(D2 == 4'b1001))begin
                        CO <= 1;
                    end
                    else begin
                        CO <= 0;
                    end
                end
                if(UP == 0)begin
                    if((D1 == 4'b0000)&&(D2 == 4'b0000))begin
                        CO <= 1;
                    end
                    else begin
                        CO <= 0;
                    end
                end
            end
        end
    end
end
endmodule
module top(ENABLE, LOAD, UP, CLR, D, CO, Q, CLK);
input ENABLE, LOAD, UP, CLR, CLK;
input [3:0] D;
output CO;
output [3:0] Q;
wire slowCLK;
divider d1(.clk100Mhz(CLK), .slowClk(slowCLK));    
BCDCounter b1(.ENABLE(ENABLE), .LOAD(LOAD), .UP(UP), .CLR(CLR), .D(D), .CO(CO), .Q(Q), .CLK(slowCLK));
endmodule
module divider(clk100Mhz, slowClk);
  input clk100Mhz;  
  output reg slowClk;  
  reg[27:0] counter;
  initial begin
    counter = 0;
    slowClk = 0;
  end
  always @ (posedge clk100Mhz)
  begin
    if(counter == 27'd100000000) begin
      counter <= 1;
      slowClk <= ~slowClk;
    end
    else begin
      counter <= counter + 1;
    end
  end
endmodule
File: ./constraint.sdc
current_design top

set clk_period 5.6
set clk_io_pct 0.2

create_clock -name clk0 -period $clk_period [get_ports {CLK}]

set non_clock_inputs [all_inputs -no_clocks]
set_input_delay [expr $clk_period * $clk_io_pct] -clock clk0 $non_clock_inputs
set_output_delay [expr $clk_period * $clk_io_pct] -clock clk0 [all_outputs]
File: ./config.mk
export PLATFORM = sky130hd
export DESIGN_NAME = top
export DESIGN_NICKNAME = top
export VERILOG_FILES = /design/flow/design.v
export SDC_FILE = /design/flow/constraint.sdc
export NUM_CORES = 4
export LEC_CHECK = 1
export CORE_AREA = 10 10 112 112
export DIE_AREA = 0 0 122 122
==> results.sh <==
# flow metrics
export IMPL_status="complete, no violations"
export IMPL_via_per_inst=3.80
export IMPL_drive_above_1_share=0.0881
export IMPL_worst_path_dominant_cell_family="buffers and inverters"
export IMPL_postSynthSeqShare=0.418
export IMPL_vdd_drop_max_v=0.0000778
export IMPL_clk_path_buf_depth=2
export IMPL_core_area_mm2=0.0102
export IMPL_hp_class="flip-flop to flip-flop"
export IMPL_grt_total_usage=0.0415
export IMPL_cts_setup_buffers=0
export IMPL_drt_pass1_iterations=4
export IMPL_yosys_cell_types_count=38
export IMPL_ys_async_sr_fraction=0.121
export IMPL_hold_buffers=0
export IMPL_yosys_area_top_type="dfxtp_1"
export IMPL_rsz0062_at_grt="false"
export IMPL_lay_top_count="dfxtp_1"
export IMPL_hold_violations=0
export IMPL_yosys_area_share_aoi=0.0788
export IMPL_finClkSkew_ns=0.00620
export IMPL_holdPathStages=1
export IMPL_wl_per_cell_um=9.04
export IMPL_max_cap_viol_count=0
export IMPL_power_total_w=0.000385
export IMPL_whs_endpoint="d1.counter[0]"
export IMPL_layout_min_cycle_time_ns=3.64
export IMPL_avgSynthCellArea_um2=9.27
export IMPL_ff_type="dfxtp_1"
export IMPL_tns_ns=0
export IMPL_cp_cell_sequence="clkdlybuf4s50_1 > or3_1 > a21oi_1 > clkdlybuf4s50_1"
export IMPL_boundaryPins=14
export IMPL_rows=37
export IMPL_yosys_top_cells_area="dfxtp_1 34%, xor2_1 8.0%, xnor2_1 6.4%"
export IMPL_via_count=1250
export IMPL_dp_cells=321
export IMPL_rr_worst_depth=5
export IMPL_netlist_area_mm2=0.00165
export IMPL_grt_pass1_vias=1180
export IMPL_area_growth_pct=21.4
export IMPL_dpl_hpwl_mm=2.14
export IMPL_regToRegEndpoint="d1.slowClk"
export IMPL_criticalPathCategory="input port to output port"
export IMPL_post_layout_nonfiller_instances=329
export IMPL_synthTopLogicFamily="simple AND/OR/NAND/NOR gates"
export IMPL_dieArea_mm2=0.0149
export IMPL_cts_inserted_buffers=5
export IMPL_maxSlewViolCount=0
export IMPL_maxSlewHeadroom=0.444
export IMPL_synth_warnings=2
export IMPL_r2r_start="d1.counter[0]"
export IMPL_grt_max_degree=17
export IMPL_warning_count=26
export IMPL_mostFrequentLayoutCells="28 x dfxtp_1, 19 x nor2_1, 16 x nand2_1, 15 x nand3_1, 15 x xor2_1"
export IMPL_untimed_endpoints=8
export IMPL_min_delay_start="d1.counter[0]"
export IMPL_max_stage_delay_ns=0.48
export IMPL_mux_share=0
export IMPL_cp_common_cell="clkdlybuf4s50_1"
export IMPL_finalSetupViolCount=0
export IMPL_end_kind="output port"
export IMPL_antenna_found_initial=0
export IMPL_simple_gate_share=0.308
export IMPL_synth_top_area_share=0.340
export IMPL_htree_num_levels=2
export IMPL_slowest_stage="clkdlybuf4s50_1"
export IMPL_cts_resized=0
export IMPL_cp_start_kind="input port"
export IMPL_synth_cells=178
export IMPL_synth_edff_count=1
export IMPL_root_buffer="clkbuf_8"
export IMPL_clk_pin_slew_worst_paths_ns=0.06
export IMPL_ys_cells=178
export IMPL_reg2reg_slack_ns=3.56
export IMPL_p_leak_nw=0.729
export IMPL_cts_tree="yes"
export IMPL_die_w_um=122
export IMPL_path_max_fanout=5
export IMPL_required_ns=4.48
export IMPL_ys_chip_area_mm2=0.00165
export IMPL_initCoreUtil=0.161
export IMPL_clock_fmax_mhz=275
export IMPL_fin_crit_sh=0.650
export IMPL_drc=0
export IMPL_worst_slew_pin_slew_ns=0.828
export IMPL_drt_iter0_drc=186
export IMPL_gp_congestion=0.826
export IMPL_die_h_um=122
export IMPL_unclocked_pins=4
export IMPL_critPathArrivalTime_ns=2.52
export IMPL_p_per_area_mw_per_mm2=192
export IMPL_cp_buffers_inverters=2
export IMPL_n_antenna_cell=0
export IMPL_drt_total_wl_mm=2.98
export IMPL_ant_nets=0
export IMPL_portBuffers=13
export IMPL_grt_pass1_wl_mm=5.38
export IMPL_clock_latency_ns=0.28
export IMPL_gr_total_overflow=0
export IMPL_utilization=0.196
export IMPL_xor_share=0.143
export IMPL_synth_flop_count=33
export IMPL_adder_share=0.0152
sequential cells by signal, summed over array words and instances (netlist names):
signal / cells
b1.Q: 4
d1.counter: 28
d1.slowClk: 1
where the power goes:
part,internal [W],total [W],switching [W]
registers,0.000207,0.000207,0
logic,0.00000766,0.0000140,0.00000635
clock network,0.0000858,0.000164,0.0000778
synthesized netlist by cell type (2+ instances only):
cell,n
o221ai_1,2
ha_1,2
a211oi_1,2
xor2_1,15
inv_1,8
nor2_1,19
o21ai_0,7
clkbuf_1,5
a311oi_1,2
nand2_1,16
nor4b_2,2
nor4_4,3
a21oi_1,2
xnor2_1,12
nand4_1,9
dfxtp_1,28
nand3_1,15
a31oi_1,2
and4_1,3
and2_1,2
nor4_1,2
dfrtp_1,4
final cells by class:
cell class | count | area [µm²]
clock buffers | 6 | 72.6
clock inverters | 2 | 10.0
fillers | 1092 | 8230
inverters | 8 | 30.0
multi-input cells | 131 | 900
flip-flops and latches | 33 | 691
well taps | 136 | 170
repair buffers | 13 | 130
worst register-to-register path, delay by kind of cell, from the launching register on:
kind / cells / cell delay, ns
fa+ha+maj: 1 / 0.15
simple gates: 3 / 1.14
buf+inv: 1 / 0.06
flops: 1 / 0.33
worst max-delay path by stage:
stage	start	to	depth (start not counted)
after CTS	UP	CO	4
after global routing	UP	CO	4
final	UP	CO	4
per-stage QoR:
step	hold WS (ns)	cell area (µm²)	setup slack [ns]
after floorplan	0.401	1650	2.97
after global placement	0.418	1920	1.97
after detailed placement	0.423	1920	1.96
after CTS	0.438	2000	1.95
after global routing	0.465	2000	1.90
final	0.431	2000	1.96
metal layers:
metal	GRT usage	wire length [µm]	vias up
met3	0.0136	190	8
met1	0.0627	1610	557
met5	0	0	-
li1	-	-	659
met2	0.0572	1130	26
met4	0.00596	44	0
cells by family (layout without fill, tap and decap cells):
group | after synthesis | after routing
buffers and inverters | 14 | 29
xor gates and xnor gates | 27 | 27
adders and majority gates | 2 | 2
and+or+nand+nor | 82 | 82
DFF | 33 | 33
AOI/OAI and AO/OA | 20 | 20
Power figures rest on the tool's default switching activity, not on a simulated workload.
